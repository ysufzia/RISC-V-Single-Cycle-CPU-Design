--- flow/run.sh ---
#!/bin/bash
# OpenROAD 26Q1-2900-gdf79404cd8, Yosys 0.63+post, stock flow scripts
make -C /OpenROAD-flow-scripts/flow DESIGN_CONFIG=/design/flow/config.mk WORK_HOME=/design/flow/orfs finish
--- flow/config.mk ---
export PLATFORM = sky130hd
export DESIGN_NAME = MUX2to1_DataMemory
export DESIGN_NICKNAME = MUX2to1_DataMemory
export VERILOG_FILES = /design/flow/design.v
export SDC_FILE = /design/flow/constraint.sdc
export NUM_CORES = 4
export LEC_CHECK = 1
export CORE_AREA = 10 10 71 71
export DIE_AREA = 0 0 81 81
export SYNTH_HDL_FRONTEND = slang
--- flow/constraint.sdc ---
current_design MUX2to1_DataMemory

set clk_period 1.0
set clk_io_pct 0.2

create_clock -name clk0 -period $clk_period

set non_clock_inputs [all_inputs -no_clocks]
set_input_delay [expr $clk_period * $clk_io_pct] -clock clk0 $non_clock_inputs
set_output_delay [expr $clk_period * $clk_io_pct] -clock clk0 [all_outputs]
--- flow/design.v ---
`default_nettype none
module processor(
    input         clk,
    input         reset,
    output [31:0] PC,
    input  [31:0] instruction,
    output        WE,
    output [31:0] address_to_mem,
    output [31:0] data_to_mem,
    input  [31:0] data_from_mem
);
    wire [31:0] pc_out_wire, pc_next_wire, pc_wire, decode_wire;
    wire [31:0] read_data1, read_data_wire, WB_data_wire;
    wire [31:0] branch_target, immgen_wire, muxtoAlu;
    wire [31:0] alu_out_wire, wb_mux_out_1;
    wire RegWrite, ALUSrc, MemWrite, MemToReg;
    wire Branchbeq, Branchjal, Branchjalr, Zero;
    wire [3:0] ALUcontrol_wire;
    wire [2:0] immcontrol_wire;
    wire Branchjalx;
    wire branch_outcome;
    assign Branchjalx = Branchjal | Branchjalr;
    wire is_beq_op;
    wire is_blt_op;
    wire beq_success;
    wire blt_success;
    assign is_beq_op = (ALUcontrol_wire == 4'd1);  
    assign is_blt_op = (ALUcontrol_wire == 4'd4);  
    assign beq_success = is_beq_op & Zero;
    assign blt_success = is_blt_op & ~Zero;
    assign branch_outcome = (Branchbeq & (beq_success | blt_success)) | Branchjalx;
    pcounter pc1(
        .clk(clk),
        .rst(reset),
        .next_pc(pc_next_wire),
        .outpc(pc_out_wire)
    );
    pcadder pcadd1(
        .pc(pc_out_wire),
        .out(pc_wire)
    );
    mux_2to1pc #(.width(32)) pc_mux1(
        .pc_plus4(pc_wire),
        .branch_target(branch_target),
        .branch_outcome(branch_outcome),
        .pc_in(pc_next_wire)
    );
    GPR gpr1(
        .a1(instruction[19:15]),
        .a2(instruction[24:20]),
        .a3(instruction[11:7]),
        .wdata3(WB_data_wire),
        .clk(clk),
        .WEnable3(RegWrite),
        .rd1(read_data1),
        .rd2(read_data_wire)
    );
    imm_decode imm1(
        .immcontrol(immcontrol_wire),
        .instruction(instruction),
        .Immop(immgen_wire)
    );
    mux_2to1 #(.width(32)) alu_src_mux1(
        .in0(read_data_wire),
        .in1(immgen_wire),
        .select(ALUSrc),
        .out(muxtoAlu)
    );
    alu alu1(
        .srcA(read_data1),
        .srcB(muxtoAlu),
        .ALU_control(ALUcontrol_wire),
        .ALU_Out(alu_out_wire),
        .zero(Zero)
    );
    mux_2to1_aluout_pcplus4 #(.width(32)) wb_mux1(
        .alu_out(alu_out_wire),
        .pc_plus4(pc_wire),
        .Branchjalx(Branchjalx),
        .aluout_pcplus4(wb_mux_out_1)
    );
    mux_result #(.width(32)) mux_result1(
        .read_data(data_from_mem),
        .mux_2to1_aluout_pcplus4(wb_mux_out_1),
        .memtoreg(MemToReg),
        .result(WB_data_wire)
    );
    ctrl_unit ctrl1(
        .opcode(instruction[6:0]),
        .funct3(instruction[14:12]),
        .funct7(instruction[31:25]),
        .ALU_Src(ALUSrc),
        .Reg_Write(RegWrite),
        .Mem_Write(MemWrite),
        .Branchbeq(Branchbeq),
        .Branchjal(Branchjal),
        .Branchjalr(Branchjalr),
        .memtoreg(MemToReg),
        .ALU_Control(ALUcontrol_wire),
        .immcontrol(immcontrol_wire)
    );
    adder_pc_immop #(.width(32)) add_pc_imm_jal(
        .pc(pc_out_wire),
        .immop(immgen_wire),
        .out_pc_immop(decode_wire)
    );
    mux_2to1aluout_adderpcimmop #(.width(32)) mux_branch_target1(
        .aluout(alu_out_wire),
        .pc_immop(decode_wire),
        .Branchjalr(Branchjalr),
        .Branch_target(branch_target)
    );
    assign PC = pc_out_wire;
    assign WE = MemWrite;
    assign address_to_mem = alu_out_wire;
    assign data_to_mem = read_data_wire;
endmodule
module top(
    input clk,
    input reset,
    output [31:0] data_to_mem_out,
    output [31:0] address_to_mem_out,
    output        write_enable_out
);
    wire [31:0] pc_out;
    wire [31:0] instruction;
    wire [31:0] data_from_mem;
    wire [31:0] data_to_mem;
    wire [31:0] address_to_mem;
    wire        mem_write_enable;
    inst_mem imem(
        .address(pc_out[7:2]),
        .rd(instruction)
    );
    data_mem dmem(
        .clk(clk),
        .we(mem_write_enable),
        .address(address_to_mem),
        .wd(data_to_mem),
        .rd(data_from_mem)
    );
    processor cpu(
        .clk(clk),
        .reset(reset),
        .PC(pc_out),
        .instruction(instruction),
        .WE(mem_write_enable),
        .address_to_mem(address_to_mem),
        .data_to_mem(data_to_mem),
        .data_from_mem(data_from_mem)
    );
    assign data_to_mem_out    = data_to_mem;
    assign address_to_mem_out = address_to_mem;
    assign write_enable_out   = mem_write_enable;
endmodule
module adder #(parameter width = 32)(
    input  [width-1:0] in0,
    input  [width-1:0] in1,
    output [width-1:0] out
);
    assign out = in0 + in1;
endmodule
module pcounter(
    input clk,
    input rst,
    input  [31:0] next_pc,
    output reg [31:0] outpc
);
    always @(posedge clk or posedge rst) begin
        if (rst)
            outpc <= 32'h00000000; 
        else
            outpc <= next_pc;
    end
endmodule
module pcadder #(parameter width = 32)(
    input  [width-1:0] pc,
    output [width-1:0] out
);
    assign out = pc + 32'd4;
endmodule
module mux_2to1 #(parameter width = 32)(
    input  [width-1:0] in0,
    input  [width-1:0] in1,
    input              select,
    output reg [width-1:0] out
);
    always @(*) begin
        if (!select)
            out = in0;
        else
            out = in1;
    end
endmodule
module GPR #(parameter width = 32)(
    input  [4:0] a1,
    input  [4:0] a2,
    input  [4:0] a3,
    input  [width-1:0] wdata3,
    input clk,
    input WEnable3,
    output [width-1:0] rd1,
    output [width-1:0] rd2
);
    reg [width-1:0] rf[31:0];
    assign rd1 = (a1 == 5'b0) ? 32'b0 : rf[a1];
    assign rd2 = (a2 == 5'b0) ? 32'b0 : rf[a2];
    always @(posedge clk) begin
        if (WEnable3 && (a3 != 5'b0))
            rf[a3] <= wdata3;
    end
endmodule
module adder_pc_immop #(parameter width = 32)(
    input  [31:0] pc,
    input  [31:0] immop,
    output [31:0] out_pc_immop
);
    assign out_pc_immop = pc + immop;
endmodule
module mux_2to1aluout_adderpcimmop #(parameter width = 32)(
    input  [31:0] aluout,
    input  [31:0] pc_immop,
    input         Branchjalr,
    output reg [31:0] Branch_target
);
    always @(*) begin
        if (!Branchjalr)
            Branch_target = pc_immop;
        else
            Branch_target = aluout;
    end
endmodule
module mux_2to1_aluout_pcplus4 #(parameter width = 32)(
    input  [31:0] alu_out,
    input  [31:0] pc_plus4,
    input         Branchjalx,
    output reg [31:0] aluout_pcplus4
);
    always @(*) begin
        if (!Branchjalx)
            aluout_pcplus4 = alu_out;
        else
            aluout_pcplus4 = pc_plus4;
    end
endmodule
module mux_2to1pc #(parameter width = 32)(
    input  [31:0] pc_plus4,
    input  [31:0] branch_target,
    input         branch_outcome,
    output [31:0] pc_in
);
    assign pc_in = branch_outcome ? branch_target : pc_plus4;
endmodule
module mux_result #(parameter width = 32)(
    input  [31:0] read_data,
    input  [31:0] mux_2to1_aluout_pcplus4,
    input         memtoreg,
    output reg [31:0] result
);
    always @(*) begin
        if (!memtoreg)
            result = mux_2to1_aluout_pcplus4;
        else
            result = read_data;
    end
endmodule
module alu #(parameter width = 32)(
    input  [width-1:0] srcA,
    input  [width-1:0] srcB,
    input  [3:0] ALU_control,
    output reg [width-1:0] ALU_Out,
    output reg zero
);
    reg [8:0] sum3, sum2, sum1, sum0;
    always @(*) begin
        case (ALU_control)
            4'd0: ALU_Out = srcA + srcB;  
            4'd1: ALU_Out = srcA - srcB;  
            4'd2: ALU_Out = srcA & srcB;  
            4'd3: ALU_Out = srcA >> srcB[4:0];  
            4'd4: ALU_Out = ($signed(srcA) < $signed(srcB)) ? 32'd1 : 32'd0;  
            4'd5: ALU_Out =
                { (srcA[31:24] + srcB[31:24]),
                  (srcA[23:16] + srcB[23:16]),
                  (srcA[15:8]  + srcB[15:8]),
                  (srcA[7:0]   + srcB[7:0]) };
            4'd6: begin
                sum3 = {1'b0, srcA[31:24]} + {1'b0, srcB[31:24]};
                sum2 = {1'b0, srcA[23:16]} + {1'b0, srcB[23:16]};
                sum1 = {1'b0, srcA[15:8]}  + {1'b0, srcB[15:8]};
                sum0 = {1'b0, srcA[7:0]}   + {1'b0, srcB[7:0]};
                ALU_Out = { sum3[8:1], sum2[8:1], sum1[8:1], sum0[8:1] };
            end
            default: ALU_Out = 32'b0;
        endcase
        zero = (ALU_Out == 32'b0);
    end
endmodule
module ctrl_unit(
    input  [6:0] opcode,
    input  [2:0] funct3,
    input  [6:0] funct7,
    output reg ALU_Src,
    output reg Reg_Write,
    output reg Mem_Write,
    output reg Branchbeq,
    output reg Branchjal,
    output reg Branchjalr,
    output reg memtoreg,
    output reg [3:0] ALU_Control,
    output reg [2:0] immcontrol
);
    localparam OP_RTYPE  = 7'b0110011;
    localparam OP_CUSTOM = 7'b0001011;
    localparam OP_ITYPE  = 7'b0010011;
    localparam OP_LOAD   = 7'b0000011;
    localparam OP_STORE  = 7'b0100011;
    localparam OP_BRANCH = 7'b1100011;
    localparam OP_JALR   = 7'b1100111;
    localparam OP_JAL    = 7'b1101111;
    always @(*) begin
        ALU_Src     = 1'b0;
        Reg_Write   = 1'b0;
        Mem_Write   = 1'b0;
        Branchbeq   = 1'b0;
        Branchjal   = 1'b0;
        Branchjalr  = 1'b0;
        memtoreg    = 1'b0;
        ALU_Control = 4'd0;
        immcontrol  = 3'd0;
        case (opcode)
            OP_RTYPE: begin
                ALU_Src    = 1'b0;
                Reg_Write  = 1'b1;
                immcontrol = 3'd0;
                case (funct3)
                    3'b000:
                        ALU_Control = (funct7 == 7'b0100000) ? 4'd1 : 4'd0;
                    3'b111: ALU_Control = 4'd2;
                    3'b101: ALU_Control = 4'd3;
                    default: ALU_Control = 4'd0;
                endcase
            end
            OP_CUSTOM: begin
                Reg_Write = 1'b1;
                case (funct3)
                    3'b000: ALU_Control = 4'd5;  
                    3'b001: ALU_Control = 4'd6;  
                    default: ALU_Control = 4'd0;
                endcase
            end
            OP_ITYPE: begin
                ALU_Src    = 1'b1;
                Reg_Write  = 1'b1;
                immcontrol = 3'd1;
                ALU_Control = 4'd0;
            end
            OP_BRANCH: begin
                Branchbeq  = 1'b1;
                immcontrol = 3'd4;
                case (funct3)
                    3'b000: ALU_Control = 4'd1;  
                    3'b100: ALU_Control = 4'd4;  
                    default: ALU_Control = 4'd1;
                endcase
            end
            OP_LOAD: begin
                ALU_Src    = 1'b1;
                Reg_Write  = 1'b1;
                memtoreg   = 1'b1;
                immcontrol = 3'd1;
                ALU_Control = 4'd0;
            end
            OP_STORE: begin
                ALU_Src    = 1'b1;
                Mem_Write  = 1'b1;
                immcontrol = 3'd3;
                ALU_Control = 4'd0;
            end
            OP_JAL: begin
                Reg_Write  = 1'b1;
                Branchjal  = 1'b1;
                immcontrol = 3'd5;
            end
            OP_JALR: begin
                ALU_Src    = 1'b1;
                Reg_Write  = 1'b1;
                Branchjalr = 1'b1;
                immcontrol = 3'd1;
            end
        endcase
    end
endmodule
module imm_decode(
    input  [2:0]  immcontrol,
    input  [31:0] instruction,
    output reg [31:0] Immop
);
    always @(*) begin
        case (immcontrol)
            3'd1: Immop = {{20{instruction[31]}}, instruction[31:20]};  
            3'd2: Immop = {instruction[31:12], 12'b0};                  
            3'd3: Immop = {{20{instruction[31]}}, instruction[31:25], instruction[11:7]};  
            3'd4: Immop = {{19{instruction[31]}},
                           instruction[31],
                           instruction[7],
                           instruction[30:25],
                           instruction[11:8],
                           1'b0};  
            3'd5: Immop = {{11{instruction[31]}},
                           instruction[31],
                           instruction[19:12],
                           instruction[20],
                           instruction[30:21],
                           1'b0};  
            default: Immop = 32'd0;
        endcase
    end
endmodule
module data_mem(
    input clk,
    input we,
    input  [31:0] address,
    input  [31:0] wd,
    output [31:0] rd
);
    reg [31:0] RAM[0:63];
    initial begin
        $readmemh("memfile_data.hex", RAM);
    end
    assign rd = RAM[address[31:2]];
    always @(posedge clk) begin
        if (we)
            RAM[address[31:2]] <= wd;
    end
endmodule
module inst_mem(
    input  [5:0] address,
    output [31:0] rd
);
    reg [31:0] RAM[0:63];
    initial begin
        $readmemh("memfile_inst.hex", RAM);
    end
    assign rd = RAM[address];
endmodule
module MUX2to1_DataMemory(
    input  [31:0] input0,
    input  [31:0] input1,
    input         select,
    output [31:0] out
);
    assign out = (select) ? input1 : input0;
endmodule
`default_nettype wire
==> Slide: Implementation Results <==
Run Summary

Synth
  • Syn_area_per_cell: 15.1 um2
  • Synth warn: 0
  • Distinct cell type count after synthesis: 4
  • Area leader, netlist: mux2_4
  • Syn Std Cell Area: approximately 540 um2
  • Ao+oa area frac: 0%
  • Synth logic family: multiplexers
  • Mux area share: slightly below 90%
  • Adder Share, Synth: 0%
  • Yosys chip area: 544 um2
  • Most common cell in the synthesized netlist: mux2_4
  • Xor+xnor area frac: 0%
  • Yosys Instances: 36
  • Top cells by area: mux2_4 (83%), buf_12 (11%), mux2_2 (4.1%)
  • Commonest cells in the netlist: mux2_4 (30), buf_12 (3), mux2_2 (2), buf_6 (1)
  • Synthesized instance count: 36
  • Largest type area fraction: between 80 and 90%
  • Simple-Gate Area Share: 0%
  • Seq/Total Area, Yosys: 0%

Global route
  • Vias in the first global route: 764
  • Initial antenna violation count: 0
  • GRT Util Overall: roughly 7.8%
  • GRT overflow: 0
  • First-pass GRT wire length: between 4000 and 5000 um
  • Largest net degree at the start of global routing: 11

Final timing
  • Worst Tran Pin Value: between 80 and 90 ps
  • Final setup margin: -179 ps
  • Unrepaired setup endpoints after global routing: true
  • Slew headroom: between 90% and 100%
  • Setup tns final: -3300 ps
  • Maximum clock rate: about 850 MHz
  • Finish-stage setup viols: 32
  • Crit share post-route: 118%
  • Max Transition Viols Final: 0
  • Hold Fails Final Rpt: 0
  • Final min period: about 1200 ps

Outcome
  • Failing checks: setup timing
  • Status: finished, violations left

Worst hold path
  • Hold Path Depth: 3
  • Min-Delay Path Class: primary input to output pin

Power and ir drop
  • Clk pwr share: 0%
  • Switch share: between 20% and 30%
  • Logic pwr share: around 100%
  • Sw Pwr: approximately 140 uW
  • Worst VDD drop: 0.169 mV
  • Power density over the cells: approximately 390 nW/um2
  • Internal: about 500 uW
  • Sequential Power Share: 0%
  • Leakage: around 0.00087 uW

Layout
  • Reg area: 0 um2
  • Clkbuf count: 0
  • Flop Count: 0
  • Layout cell share with drive strength beyond 1: a little over half
  • Area Overhead vs Synth: 192%
  • Fillers: about 360

Floorplanning
  • Die W: 81 um
  • Die height: slightly above 80 um
  • I/O Pins: 97
  • Init Core Util: 15.0%
  • Area of the core: 3630 um2
  • Rows: 22
  • Die area: ~6600 um2

Placement
  • # port buffers: approximately 97
  • DP HPWL: roughly 2500 um
  • GPL Wtd Cong: 0.832
  • Place WS: -512 ps

Routing
  • Total number of vias: between 700 and 800
  • Pre-antenna DRT Iters: 2
  • WL final: 2880 um
  • Vias/cell: between 3 and 4
  • Post-DRT Antenna Nets: 0
  • N_diodes: 0
  • Detailed Route Iter0 Violations: 3
  • DRC: 0
  • Avg WL per Cell: 15.4 um

Critical path
  • Critical path type: primary input to output pin
  • Crit-path cells: buf_12 -> buf_12 -> buf_12 -> mux2_4 -> buf_6
  • Buffers & Inverters on Critical Path: 4
  • CP startpoint kind: primary input
  • Worst EP arrival: 980 ps
  • Crit-path slowest cell: mux2_4
  • Crit end category: output pin
  • Crit path max fanout: 6
  • CP delay by family, top: buffers and inverters
  • CP Depth: 5
  • WP data required: 800 ps
  • CP peak stage delay: 290 ps
  • Critical Path Most Common Cell: buf_12

CTS
  • Post-CTS Hold Buffers: 0

Flow run
  • Max-cap violations: 0
  • Tool Warnings: 34
[cell usage in the layout (no fill, tap or decap)]
master,netlist,final
buf_12,3,4
buf_16,0,2
buf_2,0,13
buf_4,0,1
buf_6,1,23
clkdlybuf4s50_1,0,9
dlygate4sd2_1,0,51
dlymetal6s2s_1,0,4
mux2_2,2,1
mux2_4,30,31
[through the flow]
stage                     util [%]  cells  power, uW  hold WS [ps]  area (um2)
final                         43.8    187        624           691        1590
after detailed placement      42.4    179        661          1190        1540
after CTS                     42.3    186        614           751        1540
after global placement        42.4    179        656          1170        1540
after floorplan                  -     36        206           498         544
after global routing          43.8    187        666           717        1590
[final timing paths]
check,start,endpoint,slack [ps]
setup / recovery,select,out[4],-180
hold / removal,input1[29],out[29],690
[cell families after synthesis]
kind of cell / Yosys count
multiplexers: 32
buffers and inverters: 4
[layer usage]
metal | vias up | wire [um] | track usage [%]
met5 | - | 0 | 0
met4 | 0 | 0 | 0
met3 | 0 | 350 | 2.78
met2 | 50 | 1450 | 14.3
met1 | 320 | 1080 | 9.03
li1 | 345 | - | -
[power groups by stage]
stage                 clock, uW  combinational [uW]  sequential [uW]
final                         0                 624                0
after global routing          0                 666                0
after CTS                     0                 614                0
[what timing repair did]
action,4_1_cts,5_1_grt
resized,171,10
cloned,2,0
setup endpoints to repair,32,32
setup buffers,5,1
[area by class of cell]
type                       instances  area, um2  area share, %
tap                               48       60.1           3.78
multi-input combinational         32        477           30.0
timing repair buffer             107       1050           66.2
Power and IR drop assume default switching activity.
